<file path="flow/design.v">
module MUX2X32(A,B,Sel,Out);
    input [31:0]A,B;
    input Sel;
    output [31:0]Out;
    function [31:0]select;
        input [31:0]A,B;
        input Sel;
        case(Sel)
            1'b0:select = A;
            1'b1:select = B;
        endcase
    endfunction
    assign Out = select(A,B,Sel);
endmodule
</file>
<file path="flow/run.sh">
#!/bin/bash
# OpenROAD 26Q1-2900-gdf79404cd8, Yosys 0.63+post, stock flow scripts
make -C /OpenROAD-flow-scripts/flow DESIGN_CONFIG=/design/flow/config.mk WORK_HOME=/design/flow/orfs finish
</file>
<file path="flow/config.mk">
export PLATFORM = sky130hd
export DESIGN_NAME = MUX2X32
export DESIGN_NICKNAME = MUX2X32
export VERILOG_FILES = /design/flow/design.v
export SDC_FILE = /design/flow/constraint.sdc
export NUM_CORES = 4
export LEC_CHECK = 1
export CORE_AREA = 10 10 71 71
export DIE_AREA = 0 0 81 81
</file>
<file path="flow/constraint.sdc">
current_design MUX2X32

set clk_period 1.0
set clk_io_pct 0.2

create_clock -name clk0 -period $clk_period

set non_clock_inputs [all_inputs -no_clocks]
set_input_delay [expr $clk_period * $clk_io_pct] -clock clk0 $non_clock_inputs
set_output_delay [expr $clk_period * $clk_io_pct] -clock clk0 [all_outputs]
</file>
==> impl_metrics.json <==
{
  "crit_top_cell": "buf_12",
  "final_cells": 187,
  "synthCells": 36,
  "hold_buffers": 0,
  "diodes": 0,
  "via_per_inst": 3.82,
  "maxSlewHeadroom_pct": 94.2,
  "post-place-cells": 179,
  "grtUsageTotal_pct": 7.79,
  "cpPeakStageDelay_ns": 0.29,
  "avgSynthCellArea_um2": 15.1,
  "cp.required_ns": 0.80,
  "total_power_uw": 624,
  "die_h_um": 81,
  "overflow": 0,
  "timing.final.crit_share_pct": 118,
  "synth_top_area_share_pct": 82.8,
  "slowest_stage": "mux2_4",
  "hold_path_depth": 3,
  "met1_usage_pct": 9.03,
  "flop-count": 0,
  "grt_max_degree": 11,
  "path_max_fanout": 6,
  "fin_crit_ns": 1.18,
  "gr-max-usage-layer": "met2",
  "finalSetupViolCount": 32,
  "ioPinCount": 97,
  "leakagePower_nw": 0.872,
  "num_vias": 715,
  "areaGrowthSynthToFinish_pct": 192,
  "ys_types": 4,
  "regArea_um2": 0,
  "crit_path_end_kind": "output port",
  "nFillCells": 357,
  "lay_top_cells": "51 x dlygate4sd2_1, 31 x mux2_4, 23 x buf_6",
  "layout_top_cell": "dlygate4sd2_1",
  "initCoreUtil_pct": 15.0,
  "clkbuf_count": 0,
  "post_drt_wl_per_cell_um": 15.4,
  "gp_congestion": 0.832,
  "worstHoldEndpoint": "Out[29]",
  "critPathTopFamily": "buffers and inverters",
  "placement.io_buffers": 97,
  "hold_start": "B[29]",
  "drtAntennaViolNets": 0,
  "yosysTopAreaCell": "mux2_4",
  "slew_violations": 0,
  "worstSetupPathType": "input port to output port",
  "drv_cap": 0,
  "grt_pass1_wl_mm": 4.14,
  "path_cells": "buf_12 -> buf_12 -> buf_12 -> mux2_4 -> buf_6",
  "dpl.hpwl_mm": 2.50,
  "syn_area_um2": 544,
  "ys_seq_share_pct": 0,
  "mi_logic_area_um2": 477,
  "drtIter0Drc": 2,
  "yosys-stat-area_um2": 544,
  "synth_warnings": 1,
  "met2_usage_pct": 14.3,
  "fin_area_mm2": 0.00159,
  "fin_ws_ns": -0.179,
  "wirelength_mm": 2.88,
  "antenna_found_initial": 0,
  "violations": "negative setup slack",
  "critical_path_arrival_ns": 0.98,
  "drive_above_1_share_pct": 54.0,
  "yosys_cells": 36,
  "use_met3_pct": 2.78,
  "warnings": 34,
  "max_freq_mhz": 848,
  "first_global_vias": 764,
  "crit_buf_inv": 4,
  "core_area_mm2": 0.00363,
  "placed_cell_area_mm2": 0.00154,
  "rows": 22,
  "hold_path_class": "input port to output port",
  "outcome": "finished with violations",
  "dieArea_mm2": 0.00656,
  "hold_violations": 0,
  "drc": 0,
  "tightest_slew_ns": 0.0870,
  "ir_drop_mv": 0.169,
  "first_pass_iters": 2,
  "power_density_mw_per_mm2": 392,
  "chipWidth_um": 81,
  "rsz0062_at_grt": "yes",
  "crit_path_start_kind": "input port",
  "area_leaders": "mux2_4 83%, buf_12 11%, mux2_2 4.1%"
}
-- repair_timing --
action	4_1_cts	5_1_grt
gates resized	171	10
gates cloned	2	0
setup endpoints to repair	32	32
pin swaps	0	0
setup buffers	5	1
-- cell families after synthesis --
family                 synth area share, %
buffers and inverters                 13.1
muxes                                 86.9
-- worst max-delay path by stage --
stage                 cells past startpoint  endpoint  slack [ns]  start
after CTS                                 5    Out[4]       -0.18    Sel
after global routing                      3   Out[31]       -0.20  B[31]
final                                     5    Out[4]       -0.18    Sel
-- area by class of cell --
class | instances | share of cell area, %
multi-input cells | 32 | 30.0
well taps | 48 | 3.78
repair buffers | 107 | 66.2
-- metrics by stage --
stage	utilization, %	setup WS [ns]	hold WS [ns]	setup TNS (ns)
2_1_floorplan	-	0.0669	0.498	0
3_3_place_gp	42.4	-0.504	1.17	-15.61
3_5_place_dp	42.4	-0.512	1.19	-15.81
4_1_cts	42.3	-0.181	0.751	-3.62
5_1_grt	43.8	-0.196	0.717	-3.86
6_report	43.8	-0.179	0.691	-3.30
-- tightest hold or removal path, cell delays in order --
cell	delay, ns
dlymetal6s2s_1	0.08
mux2_4	0.13
buf_2	0.08
-- power breakdown --
group | internal [mW] | switching (mW) | total [mW]
clock | 0 | 0 | 0
sequential | 0 | 0 | 0
combinational | 0.487 | 0.137 | 0.624
-- per-layer routing --
metal	vias up	wire length [µm]
met5	-	0
li1	345	-
met2	50	1450
met3	0	350
met4	0	0
met1	320	1080
-- Yosys cell counts (all sizes together) --
library cell  number
mux2              32
buf                4
No activity file was given, so power comes from the tool's default toggle rates.
