==> ./design.v <==
  module Control(op,func,RegDst,ALUSrc,MemtoReg,RegWr,MemWr,nPC_sel,ExtOp,ALUctr,add8);
  input [5:0]op,func;      
  output RegDst;       
  output ALUSrc;       
  output MemtoReg;
  output RegWr;
  output MemWr;
  output [1:0] nPC_sel;
  output ExtOp,add8;
  output [2:0] ALUctr;
  wire [2:0]ADD,Or,Subtract;
  assign RegDst = (op==6'b000000)?1:0;
  assign ALUSrc = (op==6'b000000||op==6'b000100)?0:1;      
  assign MemtoReg = (op==6'b100011)?1:0;       
  assign RegWr = (op==6'b101011||op==6'b000100)?0:1;       
  assign MemWr = (op==6'b101011)?1:0;      
  assign nPC_sel = (op==6'b000011)?2'b11:(op==6'b000010)?2'b10:(op==6'b000100)?2'b01:2'b00;
  assign ExtOp = (op==6'b001101)?0:1;      
  assign ADD = 3'b000;
  assign Subtract = 3'b001;
  assign Or = 3'b100;
  assign ALUctr = (op==6'b001111)?3'b011:(op==6'b001101)?Or:(func==6'b100011||op==6'b000100)?Subtract:ADD;
  endmodule
==> ./run.sh <==
#!/bin/bash
# OpenROAD 26Q1-2900-gdf79404cd8, Yosys 0.63+post, stock flow scripts
make -C /OpenROAD-flow-scripts/flow DESIGN_CONFIG=/design/flow/config.mk WORK_HOME=/design/flow/orfs finish
==> ./config.mk <==
export PLATFORM = sky130hd
export DESIGN_NAME = Control
export DESIGN_NICKNAME = Control
export VERILOG_FILES = /design/flow/design.v
export SDC_FILE = /design/flow/constraint.sdc
export NUM_CORES = 4
export LEC_CHECK = 1
export CORE_AREA = 10 10 70 70
export DIE_AREA = 0 0 80 80
==> ./constraint.sdc <==
current_design Control

set clk_period 1.1
set clk_io_pct 0.2

create_clock -name clk0 -period $clk_period

set non_clock_inputs [all_inputs -no_clocks]
set_input_delay [expr $clk_period * $clk_io_pct] -clock clk0 $non_clock_inputs
set_output_delay [expr $clk_period * $clk_io_pct] -clock clk0 [all_outputs]
==> reports/metrics.cfg <==
[power]
seqPwrFrac = 0
p_int_uw = 88.9
p_per_area_nw_per_um2 = 243
power_leakage_uw = 0.000267
pwr-share-comb = 1.000
vdd_drop_max_uv = 107
power_uw = 150
switching_share = 0.409
p_switching_uw = 61.4
p_clk_frac = 0

[finish]
flop-count = 0
drive_above_1_share = 0.705
n_clock_buffer = 0
final_cell_area_sq_um = 618
final_cells = 107
fill_cells = 388
utilization = 0.181
register_area_sq_um = 0
syn_to_final_growth_pct = 219

[placed_design]
post_dp_cell_area_sq_um = 482
dp_cells = 98
dp_hpwl_um = 875
dp_slack_ns = -1.02
io_buffers = 23
place_congestion = 0.765

[logic_synthesis]
ys_warn_count = 1
synth_area_sq_um = 194
syn_area_per_cell_sq_um = 6.69
yosysChipArea_sq_um = 194
postSynthSeqShare = 0
area_leaders = nand2b_1, nor4_1, and4bb_1
common_cells = inv_1, nand2b_1, nor4_1
syn_inst = 29
synth_top_area_share = 0.0968
yosys_cells = 29
largest_area_cell = nand2b_1
ys_types = 21

[floorplan]
chipArea_sq_um = 6400
core_sq_um = 3420
rows = 21
initCoreUtil = 0.0568
io_pins = 24
die_y_um = 80
fp.dieW_um = 80

[run_status]
violations = setup timing
status = finished with violations

[drt]
diodes = 0
first_iter_violations = 3
vias = 346
drc = 0
routed_wirelength_um = 1140
drtPass1Iterations = 4
antenna_left = 0
wl_per_cell_um = 10.6
viasPerCell = 3.23

[worst_setup_path]
crit_path_max_fanout = 4
slowest_delay_ns = 0.39
required_ns = 0.88
crit_arrival_ns = 1.14
worstSetupStartpointType = input port
slowest_stage = or3_4
worst-setup-path-type = in2out
cpMostUsedCell = buf_6
cp-end-kind = primary output
path_cells = buf_6 > or3_4 > buf_6 > o22ai_2 > a211o_1 > buf_2

[sta]
layout_setup_ws_ns = -0.258
report.final.slew_viol_count = 0
finalClockPeriodUsage = 1.23
rsz0062_at_grt = yes
hold_viol_final = 0
setup_viol = 11
fin_crit_ns = 1.36
fmax_ghz = 0.736

[job]
cap_viol_max_count = 0
warnings = 34

[global_route]
overflow = 0
grt_pass1_wl_um = 1710
grt_util_all_layers = 0.0326
grt_max_degree = 8
grt_pass1_vias = 319
antenna_found_initial = 0

[worst_hold_path]
hold_depth = 3
worstHoldPathType = in2out

[cts]
cts_hold_buf = 0

-- stage by stage --
step           hold slack, ns  setup TNS, ns
2_1_floorplan           0.454              0
3_3_place_gp             1.42          -9.89
3_5_place_dp             1.42          -9.92
4_1_cts                 0.701          -1.74
5_1_grt                 0.772          -2.22
6_report                0.743          -1.79
-- worst max-delay path: cells and delay by family --
family / cells / cell delay, ns
AOI/OAI and AO/OA: 2 / 0.21
buffers and inverters: 3 / 0.32
and+or+nand+nor: 1 / 0.39
-- logic make-up (layout without fill, tap and decap cells) --
family | after synthesis | count (layout) | synth area share
other | 1 | 1 | 0.0193
AND/OR/NAND/NOR | 20 | 20 | 0.742
AND-OR/OR-AND | 4 | 4 | 0.142
buffers and inverters | 4 | 36 | 0.0968
-- cell type report --
type	count	area, sq um	area share
inverters	3	11.3	0.0182
repair buffers	33	275	0.445
multi-input cells	25	274	0.443
well taps	46	57.6	0.0931
-- metal layers --
| layer | track usage | vias to the layer above | routed length [um] |
|---|---|---|---|
| li1 | - | 172 | - |
| met1 | 0.0522 | 153 | 601 |
| met2 | 0.0409 | 21 | 380 |
| met3 | 0.0125 | 0 | 155 |
| met4 | 0 | 0 | 0 |
| met5 | 0 | - | 0 |
-- power groups by stage --
stage,Combinational (uW),Sequential [uW],Clock (uW)
4_1_cts,116,0,0
5_1_grt,162,0,0
6_report,150,0,0
-- timing repair --
action | in CTS | in global routing
endpoints found under the setup margin | 11 | 11
pin swaps | 9 | 6
resized | 80 | 17
setup buffers | 5 | 4
-- cell usage in the layout (no fill, tap or decap), types with 2 or more instances in the layout --
master and count:
nor4_4 2, inv_1 2, nand2b_1 2, buf_2 9
nor3b_2 2, dlygate4sd2_1 7, buf_6 9, buf_4 6
-- final timing paths --
path / start / endpoint / slack [ns]
min: op[1] / RegDst / 0.74
max: op[3] / ALUctr[0] / -0.26
Power figures rest on the tool's default switching activity, not on a simulated workload.
